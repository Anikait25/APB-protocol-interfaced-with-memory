## flow/design.v

```verilog
module APB_master #(parameter ADDR_width = 4, parameter DATA_width = 8)(
	input P_clk,
	input P_reset_n,
	output reg P_sel,
	output reg P_enable,
	output reg P_write,
	output reg [ADDR_width-1:0] P_addr,
	output reg [DATA_width-1:0] P_wdata,
	input [DATA_width-1:0] P_rdata,
	output reg P_wakeup,
	input P_ready,
	input start_transfer,
	input P_slverr,
	output reg P_busy,
	output reg P_valid,
	input rw,
	input [ADDR_width-1:0] addr,
	input [DATA_width-1:0] wdata,
	output reg [DATA_width-1:0] rdata
);
localparam IDLE = 0;
localparam SETUP = 1;
localparam ACCESS = 2;
reg [1:0]state;
always@(posedge P_clk)
begin
	if(!P_reset_n)
	begin
		state <= IDLE;
		P_sel <= 0;
		P_enable <= 0;
		P_busy <= 0;
		P_valid <= 0;
	end
	else begin
		case(state)
			IDLE:
				begin
					P_sel <= 0;
					P_enable <= 0;
					P_wakeup <= 0;
					if(start_transfer) begin 
						 P_wakeup <= 1;
						 P_busy <= 1;
						 state <= SETUP;
					end
					else state <= IDLE;
				end
			SETUP:
				begin
					P_sel <= 1;
					P_enable <= 1;
					P_addr <= addr;
					P_write <= rw;
					if(rw) begin
						P_wdata <= wdata;
					end
					else
					   state <= ACCESS;
				end
			ACCESS:
				begin
					P_sel <= 1;
					P_enable <= 1;
					if(P_ready) begin	
						if(!rw) begin 
							rdata <= P_rdata;
						end
					end
					else begin
					state <= ACCESS;
					end
					P_wakeup <= 0;
					P_busy <= 0;
					P_valid <= 1;
					if(!P_ready) state <= IDLE;
					state <= SETUP;
				end
			default : state <= IDLE;
		endcase
	end
end
endmodule
module APB_protocol #(
parameter ADDR_width = 4, 
parameter DATA_width = 8
)(
	input P_clk,
	input P_reset_n,
	input start_transfer,
	input rw,
	input [ADDR_width-1:0]addr,
	input [DATA_width-1:0]wdata,
	output [DATA_width-1:0]rdata,
	output busy,
	output valid,
	output P_sel,
	output P_enable,
	output wire P_ready
);
wire P_write;
wire [ADDR_width-1:0]P_addr;
wire [DATA_width-1:0]P_wdata;
wire [DATA_width-1:0]P_rdata;
wire P_slverr;
wire P_wakeup;
APB_master #(.ADDR_width(ADDR_width),.DATA_width(DATA_width)) master (
	.P_clk(P_clk),
	.P_reset_n(P_reset_n),
	.P_sel(P_sel),
	.P_enable(P_enable),
	.P_write(P_write),
	.P_addr(P_addr),
	.P_wdata(P_wdata),
	.P_rdata(P_rdata),
	.rw(rw),
	.addr(addr),
	.wdata(wdata),
	.rdata(rdata),
	.P_ready(P_ready),
	.start_transfer(start_transfer),
	.P_slverr(P_slverr),
	.P_wakeup(P_wakeup),
	.P_busy(busy),
	.P_valid(valid)
);
APB_slave #(.ADDR_width(ADDR_width),.DATA_width(DATA_width)) slave(
	.P_clk(P_clk),
	.P_reset_n(P_reset_n),
	.P_sel(P_sel),
	.P_enable(P_enable),
	.P_write(P_write),
	.P_addr(P_addr),
	.P_wdata(P_wdata),
	.P_rdata(P_rdata),
	.P_ready(P_ready),
	.P_slverr(P_slverr)
);
endmodule
module APB_slave #(parameter ADDR_width = 4, parameter DATA_width = 8)(
	input P_clk,
	input P_reset_n,
	input P_sel,
	input P_enable,
	input P_write,
	input [ADDR_width-1:0] P_addr,
	input [DATA_width-1:0] P_wdata,
	output reg [DATA_width-1:0] P_rdata,
	output reg P_ready,
	output reg P_slverr
);
reg [DATA_width-1:0] MEMORY [0:255];
always@(posedge P_clk)
begin
	if(!P_reset_n)
	begin
		P_ready <= 0;
		P_slverr <= 0;
	end 
	else begin
		P_slverr <= 0;
		if(P_sel && P_enable) begin
			P_ready <= 1;
			if(P_write) begin
				MEMORY[P_addr] <= P_wdata;
			end
			else begin
				P_rdata <= MEMORY[P_addr];
			end
		end
	end
end
endmodule
```

## flow/run.sh

```bash
#!/bin/bash
# OpenROAD 26Q1-2900-gdf79404cd8, Yosys 0.63+post, stock flow scripts
make -C /OpenROAD-flow-scripts/flow DESIGN_CONFIG=/design/flow/config.mk WORK_HOME=/design/flow/orfs finish
```

## flow/config.mk

```make
export PLATFORM = sky130hd
export DESIGN_NAME = APB_protocol
export DESIGN_NICKNAME = APB_protocol
export VERILOG_FILES = /design/flow/design.v
export SDC_FILE = /design/flow/constraint.sdc
export NUM_CORES = 4
export LEC_CHECK = 1
export CORE_UTILIZATION = 30
```

## flow/constraint.sdc

```tcl
current_design APB_protocol

set clk_period 5.8
set clk_io_pct 0.2

create_clock -name clk0 -period $clk_period [get_ports {P_clk}]

set non_clock_inputs [all_inputs -no_clocks]
set_input_delay [expr $clk_period * $clk_io_pct] -clock clk0 $non_clock_inputs
set_output_delay [expr $clk_period * $clk_io_pct] -clock clk0 [all_outputs]
```

==> impl_metrics.ini <==
; implementation run metrics
[outcome]
outcome = finished clean

[timing]
final.period_utilization = 0.489
slew_headroom = 0.509
grt_setup_unrepaired = no
worst-slew-pin-transition_ns = 0.734
period_minus_slack_ns = 2.84
hold_viol_final = 0
clock_skew_ns = 0.00840
final.setup.worst_slack_ns = 2.96
fmax_mhz = 353
finalSetupViolations = 0
slew_violations = 0
setup-tns-final_ns = 0

[run]
warnings = 25
max_cap_viol_count = 0

[routing]
postRouteAntennaNets = 0
vias = 2839
routedWlPerCell_um = 19.1
wirelength_um = 11400
viasPerCell = 4.75
n_antenna_cell = 0
dr.first_iter.drc_count = 147
drtPass1Iterations = 5
drcViolationCount = 0

[place]
place_area_um2 = 6700
io_buffers = 28
pre_cts_slack_ns = 2.53
dp_hpwl_um = 7350
gp_congestion = 0.828

[min_path]
hold_depth = 0
hold_path.class = reg2reg

[clock_network]
ctsResizeCount = 0
clk_path_buf_depth = 2
cts_tree = built
ctsHtreeMaxLevel = 4
holdBufCountCts = 0
cts_setup_buffers = 0
clkTransAtPathRegs_ns = 0.06
ctsRootBufferMaster = clkbuf_16
cts_made_buffers = 17
clkSinkCount = 164
clock_latency_ns = 0.42

[synth]
yosys.area_share.xor_xnor = 0
ys_types = 28
fa_ha_area_frac = 0
aoi_share = 0.0271
mux_share = 0.128
synthSimpleGateAreaFrac = 0.0385
logic_family = multiplexers
numSynthFlops = 164
syn_area_um2 = 6140
yosys.area.top_type = edfxtp_1
top_cell_area_share = 0.767
avgSynthCellArea_um2 = 21.8
yosys-stat-area_um2 = 6140
synth_cells = 282
yosys_warnings = 2
synth.top_cells.by_area = edfxtp_1 (77%), mux4_1 (7.3%), mux4_2 (5.5%)
ys_cells = 282
postSynthSeqShare = 0.790

[setup_path]
start_kind = input pin
worstPathMaxFanout = 12
criticalPathCategory = in2reg
cp.required_ns = 5.85
r2r_cells = 4
worstPathArrival_ns = 2.88
critPathMaxStageDelay_ns = 0.69
worstPathCellList = clkdlybuf4s50_1, and3_1, nand2_1, nor2_1
cp-end-kind = flop
crit_slowest_cell = clkdlybuf4s50_1

[grt]
grt_pass1_vias = 3145
grt_antenna_before_repair = 0
grt_max_degree = 36
grtUsageTotal = 0.121
grt_pass1_wl_um = 17700
grt-ovfl-total = 0

[power]
p_leak_nw = 2.30
powerDensity_nw_per_um2 = 331
ir_drop_v = 0.000166

[die]
core_area_um2 = 19800
fp_util = 0.311
die_height_um = 145
row_count = 51
die-width_um = 145
design.die.area_um2 = 21100
io_pins = 29

[final_layout]
synthToLayoutAreaGrowth_pct = 18.2
layout-drive-gt1-share = 0.150
finalInstanceArea_um2 = 7260
[final cells by class]
cell class | instances | area (µm²)
fill | 1775 | 12500
clock inverter | 12 | 123
clock buffer | 20 | 437
timing repair buffer | 34 | 325
multi-input combinational | 102 | 1190
tap | 265 | 332
inverter | 1 | 3.75
sequential | 164 | 4850
[sequential cells by signal, summed over array words and instances, names as in the netlist]
name	flops
slave.P_ready	1
master.P_write	1
slave.P_rdata	8
master.P_wdata	8
master.P_addr	4
master.P_busy	1
master.P_sel	1
master.P_valid	1
master.state	3
master.rdata	8
slave.MEMORY	128
[cells in the mapped netlist, drive strengths merged]
master	number
a221oi	1
and4b	1
a21oi	1
nor2	13
inv	1
clkbuf	7
a22oi	16
and3b	2
nor3	4
dfxtp	7
edfxtp	157
mux4	32
buf	8
and2	3
nand2b	2
nand3b	1
a211oi	1
o21a	2
nand3	2
nor2b	6
nand2	11
and3	2
o21ai	2
[layer usage]
metal	wire, µm	vias up	GRT usage
li1	-	1253	-
met1	4180	1385	0.137
met2	5210	192	0.174
met3	1940	9	0.112
met4	98	0	0.0137
met5	0	-	0
[placed cells by master, fill, tap and decap left out, drive strengths merged]
master         count
a211oi             1
a21oi              1
a221oi             1
a22oi             16
and2               3
and3               2
and3b              2
and4b              1
buf                6
bufinv             1
clkbuf            20
clkdlybuf4s50     28
clkinv             2
clkinvlp           5
dfxtp              7
edfxtp           157
inv                5
mux4              32
nand2             11
nand2b             2
nand3              2
nand3b             1
nor2              13
nor2b              6
nor3               4
o21a               2
o21ai              2
[metrics by stage]
stage | hold slack [ns] | cells | utilization | power, mW
after global placement | 0.401 | 566 | 0.339 | 1.39
after floorplan | 0.400 | 282 | - | 1.36
after CTS | 0.420 | 598 | 0.367 | 2.42
final | 0.419 | 598 | 0.367 | 2.40
after detailed placement | 0.405 | 566 | 0.339 | 1.39
after global routing | 0.422 | 598 | 0.367 | 2.47
[cell families (layout without fill, tap and decap cells)]
family	after synthesis	after routing
mux	32	32
simple gates	47	47
compound gates	23	23
flops	164	164
buf+inv	16	67
[critical path: cells and delay by family]
kind          cells  cell delay (ns)
buf+inv           1             0.69
simple gates      3             1.02
[worst paths after layout]
check / startpoint / end / slack [ns]
worst max register to register: master.P_addr[0]$_DFFE_PP_ / slave.P_rdata[0]$_DFFE_PP_ / 3.52
worst min register to register: slave.P_rdata[2]$_DFFE_PP_ / master.rdata[2]$_DFFE_PP_ / 0.42
worst max-delay path: P_reset_n / slave.MEMORY[6][0]$_DFFE_PP_ / 2.96
worst min-delay path: slave.P_rdata[2]$_DFFE_PP_ / master.rdata[2]$_DFFE_PP_ / 0.42
[power by group]
part	internal (mW)	total, mW	leakage, nW	switching, mW
clock	0.598	1.04	0.256	0.442
sequential	1.29	1.31	1.47	0.0118
combinational	0.0310	0.0559	0.578	0.0249
Power is estimated from default activity; no workload was simulated.
